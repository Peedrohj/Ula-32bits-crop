==> /design/flow/design.v <==
module Ula(input1, input2, result, aluOp, funct, opCode);
	wire [3:0] aluControlOut;
	input signed [31:0] input1, input2;
	input [5:0] opCode;
	input [5:0] funct;
	input [1:0] aluOp;
	output wire [31:0] result;
	AluControl aluControl(.aluOpControl(aluOp), .functControl(func), .opCodeControl(opCode), .aluControlOutControl(aluControlOut));
	MainUla mainUla(.inputUla1(input1), .inputUla2(input2), .aluControlOutUla(aluControlOut), .resultUla(result), .opCodeUla(opCode));
endmodule
module MainUla(inputUla1, inputUla2, aluControlOutUla, resultUla, opCodeUla,isOverflowedUla);
	input signed [31:0] inputUla1, inputUla2;
	input [3:0] aluControlOutUla;
	input [5:0] opCodeUla;
	output wire signed [31:0] resultUla;
	output wire [1:0] isOverflowedUla;
	wire signed [32:0] resultOverflowed;
	assign resultUla[31:0] = (aluControlOutUla == 4'b0000) ? inputUla1 + inputUla2:  
						 (aluControlOutUla == 4'b0001) ? inputUla1 - inputUla2:  
						 (aluControlOutUla == 4'b0010) ? inputUla1 & inputUla2:  
						 (aluControlOutUla == 4'b0011) ? inputUla1 | inputUla2:  
						 (aluControlOutUla == 4'b00100) ? inputUla2 << inputUla1:  
						 (aluControlOutUla == 4'b0101) ? inputUla2 >> inputUla1:  
						 aluControlOutUla == 4'b0110 ? inputUla2 >>> inputUla1:  
						 aluControlOutUla == 4'b0111 ? inputUla1 < inputUla2 ? 1 : 0 : 0;  
endmodule
module AluControl(aluOpControl, functControl, opCodeControl, aluControlOutControl);
	input [5:0] functControl;
	input [5:0] opCodeControl;
	input [1:0] aluOpControl;
	output reg [2:0] aluControlOutControl;
	assign isOverflowed = 0;
	always @(*) begin
		if(aluOpControl == 0) begin
			aluControlOutControl = 0;  
		end if(aluOpControl == 1) begin
			aluControlOutControl = 2;  
		end if(aluOpControl == 2) begin
			aluControlOutControl = functControl == 0 ? 4:  
			functControl == 2 ? 5:	 
			functControl == 3 ? 6:  
			functControl == 32 ? 0:  
			functControl == 34 ? 1:  
			functControl == 36 ? 2:  
			functControl == 37 ? 3:  
			functControl == 42 ? 7: 0;  
		end
	end
endmodule				 
==> /design/flow/run.sh <==
#!/bin/bash
# OpenROAD 26Q1-2900-gdf79404cd8, Yosys 0.63+post, stock flow scripts
make -C /OpenROAD-flow-scripts/flow DESIGN_CONFIG=/design/flow/config.mk WORK_HOME=/design/flow/orfs finish
==> /design/flow/config.mk <==
export PLATFORM = sky130hd
export DESIGN_NAME = Ula
export DESIGN_NICKNAME = Ula
export VERILOG_FILES = /design/flow/design.v
export SDC_FILE = /design/flow/constraint.sdc
export NUM_CORES = 4
export LEC_CHECK = 1
export CORE_UTILIZATION = 30
==> /design/flow/constraint.sdc <==
current_design Ula

set clk_period 18.8
set clk_io_pct 0.2

create_clock -name clk0 -period $clk_period

set non_clock_inputs [all_inputs -no_clocks]
set_input_delay [expr $clk_period * $clk_io_pct] -clock clk0 $non_clock_inputs
set_output_delay [expr $clk_period * $clk_io_pct] -clock clk0 [all_outputs]
==> flow_summary.toml <==
# generated from flow reports
[logic_synthesis]
synth.yosys.num_cells = 331
enable_flop_cells = 0
syn-mean-instance-area_um2 = 6.54
ff_type = "sky130_fd_sc_hd__dlxtn_1"
yosys.cell_types.count = 57
synth_cells = 331
synth_flops = 1
area_leaders = "sky130_fd_sc_hd__ha_1 18%, sky130_fd_sc_hd__nand2_1 8.5%, sky130_fd_sc_hd__a21oi_1 8.1%"
netlist_area_mm2 = 0.00217
yosys-stat-area_mm2 = 0.00217
synth.largest_area_cell = "sky130_fd_sc_hd__ha_1"
synth_warnings = 6
asyncSetResetFlopFracSynth = 0
post-synth-top-area-fraction = 0.185

[finish]
largest_reg_flops = 1
final_design_area_excluding_fillers_mm2 = 0.00322
stdcell_count = 512
relative_area_change_from_synthesis_to_final_layout_pct = 48.8
post_route_cells_drive_above_1_share = 0.0313
fillerInstances = 687

[outcome]
outcome = "finished clean"

[final_timing]
timing_worst_slew_pin_value_ps = 591
unclocked_regs = 1
timing.setup.tns_ps = 0
rsz_0062_raised_after_global_routing = "false"
fmax_ghz = 0.0924
setup_viol = 0
period_minus_slack_ps = 10820
slew_violations = 0
untimed_endpoints = 1
min_period_over_period = 0.576
slew_headroom = 0.606
finalHoldViolations = 0

[floorplanning]
floorplan.rows = 30
floorplan.initialDensity = 0.315
die_area_mm2 = 0.00756
core-area_mm2 = 0.00687
fp.dieH_um = 87.0
ioPinCount = 110
die_wd_um = 87.0

[drt]
num_antenna_cells = 0
drt-total-wl_um = 6460
drcViolationCount = 0
num_vias = 2638
antenna_left = 0
wl_per_cell_um = 12.6
firstDrtPassIters = 4
routed_vias_inst = 5.15
drt-initial-drc-count = 76

[cts]
cts_resized = 0
cts.repair_timing.setup_buffer_count = 0
cts-hold-fix-buffers = 0

[power]
power_density_mw_per_mm2 = 31.5
power.net_switching_mw = 0.0437
p_sw_frac = 0.430
power.combinational.fraction = 0.999
static-leakage-power_nw = 1.30
p_int_mw = 0.0579
seq_power_share = 0.001
power_frac_clock = 0
power.ir.vdd_worst_uv = 12.0

[place]
dpl.hpwl_um = 5290
postPlaceCellArea_mm2 = 0.00322
port_buffers = 98
finalWeightedCongestion = 0.866
dp.cells = 512

[setup_path]
criticalPathCategory = "in -> out"
peak_per_stage_delay_on_the_critical_path_ps = 510
worstPathMaxFanout = 5
critical_path.slowest_cell = "sky130_fd_sc_hd__or4b_1"
cell_breakdown_of_the_critical_path = "clkdlybuf4s50_1 -> ha_1 -> inv_1 -> fa_1 -> nor2b_1 -> o31a_1 -> a41oi_2 -> a31oi_1 -> a31oi_1 -> or4b_1 -> nand3_1 -> clkdlybuf4s50_1"
critical_path_data_arrival_time_ps = 7060
worst_ep_required_time_ps = 15040
startpoint_type = "primary input"
endpoint_kind = "output port"

[job]
log_warnings = 44
cap_violations = 0

[hold_path]
hold_path_end = "result[31]"
hold_class = "in -> out"
hold-path-cell-count = 5
min-delay-start = "input2[31]"

[global_routing]
grt_start_max_net_pins = 66
initial_antenna_violation_count = 0
grt_overflow_total = 0
grt_first_pass_wirelength_um = 10600
grt.total_usage = 0.172
number_of_global_route_vias_before_repair = 2315
## layout by cell type (no fill, tap or decap), types with 2 or more instances in the layout
cell type                         Yosys  final
sky130_fd_sc_hd__a211oi_1             6      6
sky130_fd_sc_hd__a21o_1               6      6
sky130_fd_sc_hd__a21oi_1             35     35
sky130_fd_sc_hd__a221oi_2             2      2
sky130_fd_sc_hd__a31oi_1              5      5
sky130_fd_sc_hd__a41oi_1              2      2
sky130_fd_sc_hd__and2_1               4      4
sky130_fd_sc_hd__and3_1               6      6
sky130_fd_sc_hd__clkdlybuf4s50_1      0     98
sky130_fd_sc_hd__ha_1                32     32
sky130_fd_sc_hd__inv_1               12     12
sky130_fd_sc_hd__mux2_2               2      2
sky130_fd_sc_hd__mux2i_1              4      4
sky130_fd_sc_hd__nand2_1             49     49
sky130_fd_sc_hd__nand2b_1             5      5
sky130_fd_sc_hd__nand3_1             11     11
sky130_fd_sc_hd__nand4_1              4      4
sky130_fd_sc_hd__nor2_1              25     25
sky130_fd_sc_hd__nor2b_1              4      4
sky130_fd_sc_hd__nor3_1               6      6
sky130_fd_sc_hd__o211ai_1             2      2
sky130_fd_sc_hd__o21a_1               4      4
sky130_fd_sc_hd__o21ai_0             28     28
sky130_fd_sc_hd__o21ai_1              6      6
sky130_fd_sc_hd__o21bai_1             3      3
sky130_fd_sc_hd__o221ai_1             4      4
sky130_fd_sc_hd__o31ai_1              5      5
sky130_fd_sc_hd__or4b_1               2      2
sky130_fd_sc_hd__xnor2_1              8      8
sky130_fd_sc_hd__xor2_1              10     10
## cell usage after synthesis, drive strengths merged (2+ instances only)
cell,n
nor2,25
clkbuf,11
a21o,6
nand2b,5
nand3,11
o211a,2
o21ai,34
a21oi,35
or4b,2
inv,12
and2,5
mux2i,4
xor2,10
o221ai,4
nor2b,4
nand2,49
nor3,6
o21a,4
xnor2,8
a41oi,3
nand4,4
buf,3
a221oi,3
o21bai,3
and4,2
o41ai,2
a31oi,5
and3,6
o31ai,5
mux2,3
o211ai,2
a211oi,6
ha,32
## power by group through the flow
| stage | combinational (mW) | clock (mW) | sequential (mW) |
|---|---|---|---|
| after CTS | 0.102 | 0 | 0.000136 |
| after global routing | 0.113 | 0 | 0.000138 |
| final | 0.101 | 0 | 0.000136 |
## area by class of cell
class | count | area, um^2 | area share
inverter | 13 | 48.8 | 0.0151
multi-input combinational | 303 | 2050 | 0.636
sequential | 1 | 16.3 | 0.00505
tap | 96 | 120 | 0.0373
timing repair buffer | 99 | 988 | 0.307
## layer usage
| metal | part of all wire | vias to the layer above | global-route usage |
|---|---|---|---|
| met5 | 0 | - | 0 |
| met2 | 0.43 | 72 | 0.276 |
| li1 | - | 1411 | - |
| met1 | 0.52 | 1153 | 0.268 |
| met3 | 0.051 | 2 | 0.00769 |
| met4 | 0.0022 | 0 | 0.00455 |
## worst max-delay path by stage
stage | slack (ps) | to | startpoint | cells after the start
after CTS | 7980 | result[26] | input1[0] | 12
after global routing | 7700 | result[26] | input1[0] | 12
final | 7980 | result[26] | input1[0] | 12
## through the flow
stage	setup slack, ps	power [mW]	util	hold slack (ps)
after floorplan	9340	0.0548	-	7710
after global placement	8010	0.101	0.469	8600
after detailed placement	8000	0.101	0.469	8600
after CTS	7980	0.102	0.469	8610
after global routing	7700	0.113	0.469	8640
final	7980	0.102	0.469	8600
## cell families (layout without fill, tap and decap cells)
| kind of cell | Yosys count | in the layout | synth area share |
|---|---|---|---|
| xor gates and xnor gates | 18 | 18 | 0.0728 |
| muxes | 7 | 7 | 0.0341 |
| latches | 1 | 1 | 0.00693 |
| AOI/OAI and AO/OA | 123 | 123 | 0.380 |
| and+or+nand+nor | 122 | 122 | 0.265 |
| buffers and inverters | 27 | 112 | 0.0474 |
| adders and majority gates | 33 | 33 | 0.194 |
## critical path: cells and delay by family
kind,cells,cell delay (ps)
AOI/OAI and AO/OA,4,970
adders and majority gates,2,580
buffers and inverters,3,980
and+or+nand+nor,3,760
Power is estimated from default activity; no workload was simulated.
